File: flow/config.mk
export PLATFORM = sky130hd
export DESIGN_NAME = uart_collector
export DESIGN_NICKNAME = uart_collector
export VERILOG_FILES = /design/flow/design.v
export SDC_FILE = /design/flow/constraint.sdc
export NUM_CORES = 4
export LEC_CHECK = 1
export CORE_UTILIZATION = 40
File: flow/constraint.sdc
current_design uart_collector

set clk_period 8.2
set clk_io_pct 0.2

create_clock -name clk0 -period $clk_period [get_ports {clk}]

set non_clock_inputs [all_inputs -no_clocks]
set_input_delay [expr $clk_period * $clk_io_pct] -clock clk0 $non_clock_inputs
set_output_delay [expr $clk_period * $clk_io_pct] -clock clk0 [all_outputs]
File: flow/design.v
package common_pkg;
  typedef enum logic [4:0] {
    ALU_AND                = 5'b00000,
    ALU_OR                 = 5'b00001,
    ALU_XOR                = 5'b00010,
    ALU_ADD                = 5'b00011,
    ALU_SUB                = 5'b00110,
    ALU_SHIFT_LEFT         = 5'b00111,
    ALU_SHIFT_RIGHT        = 5'b01000,
    ALU_SHIFT_RIGHT_AR     = 5'b01001,
    ALU_SHIFT_RIGHT_AR_IMM = 5'b01010,
    ALU_LESS_THAN_UNSIGNED = 5'b01011,
    ALU_LESS_THAN_SIGNED   = 5'b01100,
    ALU_EQUAL              = 5'b01101,
    ALU_MUL                = 5'b01110,
    ALU_MULH               = 5'b01111,
    ALU_DIV                = 5'b10000,
    ALU_DIVU               = 5'b10001,
    ALU_REM                = 5'b10010,
    ALU_REMU               = 5'b10011,
    ALU_F_INT_FLOAT        = 5'b10100,
    ALU_F_FLOAT_INT        = 5'b10101,
    ALU_F_ADD              = 5'b10110,
    ALU_F_SUB              = 5'b10111,
    ALU_F_MUL              = 5'b11000,
    ALU_F_DIV              = 5'b11001,
    ALU_F_SQRT             = 5'b11010,
    ALU_F_EQ               = 5'b11011,
    ALU_F_LT               = 5'b11100,
    ALU_F_LTEQ             = 5'b11101,
    ALU_ADD_0              = 5'b11110
  } alu_op_t;
  typedef struct packed {   
    logic [6:0] block5;
    logic [4:0] block4;
    logic [4:0] block3;
    logic [2:0] block2;
    logic [4:0] block1;
    logic [6:0] opcode;
  } instruction_t;
  typedef enum logic [2:0] {
    R_TYPE,
    I_TYPE,
    S_TYPE,
    B_TYPE,
    U_TYPE,
    J_TYPE,
    HALT_TYPE
  } encoding_t;
  typedef enum logic [2:0] {
    MEM_NO_OP       = 3'b000,
    MEM_FULL_WORD   = 3'b001,
    MEM_HALF_WORD   = 3'b010,
    MEM_BYTE        = 3'b011,
    MEM_HALF_WORD_U = 3'b100,
    MEM_BYTE_U      = 3'b101
  } mem_op_t;
  typedef struct packed {
    alu_op_t alu_op;
    encoding_t encoding;
    logic alu_pc;   
    logic alu_src;   
    logic alu_bypass;
    logic alu_jump;
    logic alu_inv_res;   
    mem_op_t mem_read;   
    mem_op_t mem_write;   
    logic is_branch;   
    logic reg_read_float;
    logic reg_write;   
    logic reg_write_float;
    logic [4:0] write_back_id;
    logic wb_pc;
  } control_t;
  typedef enum logic [31:0] {
    INSTR_LUI      = 32'b???????_?????_?????_???_?????_0110111,
    INSTR_AUIPC    = 32'b???????_?????_?????_???_?????_0010111,
    INSTR_JAL      = 32'b???????_?????_?????_???_?????_1101111,
    INSTR_JALR     = 32'b???????_?????_?????_000_?????_1100111,
    INSTR_BEQ      = 32'b???????_?????_?????_000_?????_1100011,
    INSTR_BNE      = 32'b???????_?????_?????_001_?????_1100011,
    INSTR_BLT      = 32'b???????_?????_?????_100_?????_1100011,
    INSTR_BGE      = 32'b???????_?????_?????_101_?????_1100011,
    INSTR_BLTU     = 32'b???????_?????_?????_110_?????_1100011,
    INSTR_BGEU     = 32'b???????_?????_?????_111_?????_1100011,
    INSTR_LB       = 32'b???????_?????_?????_000_?????_0000011,
    INSTR_LH       = 32'b???????_?????_?????_001_?????_0000011,
    INSTR_LW       = 32'b???????_?????_?????_010_?????_0000011,
    INSTR_LBU      = 32'b???????_?????_?????_100_?????_0000011,
    INSTR_LHU      = 32'b???????_?????_?????_101_?????_0000011,
    INSTR_SB       = 32'b???????_?????_?????_000_?????_0100011,
    INSTR_SH       = 32'b???????_?????_?????_001_?????_0100011,
    INSTR_SW       = 32'b???????_?????_?????_010_?????_0100011,
    INSTR_ADDI     = 32'b???????_?????_?????_000_?????_0010011,
    INSTR_SLTI     = 32'b???????_?????_?????_010_?????_0010011,
    INSTR_SLTIU    = 32'b???????_?????_?????_011_?????_0010011,
    INSTR_XORI     = 32'b???????_?????_?????_100_?????_0010011,
    INSTR_ORI      = 32'b???????_?????_?????_110_?????_0010011,
    INSTR_ANDI     = 32'b???????_?????_?????_111_?????_0010011,
    INSTR_SLLI     = 32'b0000000_?????_?????_001_?????_0010011,
    INSTR_SRLI     = 32'b0000000_?????_?????_101_?????_0010011,
    INSTR_SRAI     = 32'b0100000_?????_?????_101_?????_0010011,
    INSTR_ADD      = 32'b0000000_?????_?????_000_?????_0110011,
    INSTR_SUB      = 32'b0100000_?????_?????_000_?????_0110011,
    INSTR_SLL      = 32'b0000000_?????_?????_001_?????_0110011,
    INSTR_SLT      = 32'b0000000_?????_?????_010_?????_0110011,
    INSTR_SLTU     = 32'b0000000_?????_?????_011_?????_0110011,
    INSTR_XOR      = 32'b0000000_?????_?????_100_?????_0110011,
    INSTR_SRL      = 32'b0000000_?????_?????_101_?????_0110011,
    INSTR_SRA      = 32'b0100000_?????_?????_101_?????_0110011,
    INSTR_OR       = 32'b0000000_?????_?????_110_?????_0110011,
    INSTR_AND      = 32'b0000000_?????_?????_111_?????_0110011,
    INSTR_MUL      = 32'b0000001_?????_?????_000_?????_0110011,
    INSTR_MULH     = 32'b0000001_?????_?????_001_?????_0110011,
    INSTR_DIV      = 32'b0000001_?????_?????_100_?????_0110011,
    INSTR_DIVU     = 32'b0000001_?????_?????_101_?????_0110011,
    INSTR_REM      = 32'b0000001_?????_?????_110_?????_0110011,
    INSTR_REMU     = 32'b0000001_?????_?????_111_?????_0110011,
    INSTR_FMV_W_X  = 32'b1111000_00000_?????_000_?????_1010011,
    INSTR_FMV_X_W  = 32'b1110000_00000_?????_000_?????_1010011,
    INSTR_FCVT_W_S = 32'b1100000_00000_?????_???_?????_1010011,
    INSTR_FCVT_S_W = 32'b1101000_00000_?????_???_?????_1010011,
    INSTR_FLW      = 32'b???????_?????_?????_010_?????_0000111,
    INSTR_FSW      = 32'b???????_?????_?????_010_?????_0100111,
    INSTR_FADD_S   = 32'b0000000_?????_?????_???_?????_1010011,
    INSTR_FSUB_S   = 32'b0000100_?????_?????_???_?????_1010011,
    INSTR_FMUL_S   = 32'b0001000_?????_?????_???_?????_1010011,
    INSTR_FDIV_S   = 32'b0001100_?????_?????_???_?????_1010011,
    INSTR_FSQRT_S  = 32'b0101100_00000_?????_???_?????_1010011,
    INSTR_FEQ_S    = 32'b1010000_?????_?????_010_?????_1010011,
    INSTR_FLT_S    = 32'b1010000_?????_?????_001_?????_1010011,
    INSTR_FLE_S    = 32'b1010000_?????_?????_000_?????_1010011,
    INSTR_HALT     = 32'b1111111_11111_11111_111_11111_1111111
  } normal_instructions_t;
  typedef enum logic [15:0] {
    COMPACT_LW       = 16'b010???????????00,
    COMPACT_SW       = 16'b110???????????00,
    COMPACT_ADDI     = 16'b000???????????01,
    COMPACT_JAL      = 16'b001???????????01,
    COMPACT_LI       = 16'b010???????????01,
    COMPACT_LUI      = 16'b011???????????01,
    COMPACT_SRLI     = 16'b100?00????????01,
    COMPACT_SRAI     = 16'b100?01????????01,
    COMPACT_ANDI     = 16'b100?10????????01,
    COMPACT_SUB      = 16'b100011???00???01,
    COMPACT_XOR      = 16'b100011???01???01,
    COMPACT_OR       = 16'b100011???10???01,
    COMPACT_AND      = 16'b100011???11???01,
    COMPACT_J        = 16'b101???????????01,
    COMPACT_BEQZ     = 16'b110???????????01,
    COMPACT_BNEZ     = 16'b111???????????01,
    COMPACT_SLLI     = 16'b000???????????10,
    COMPACT_JR_MV    = 16'b1000??????????10,
    COMPACT_JALR_ADD = 16'b1001??????????10
  } compact_instructions_t;
endpackage
module uart (
    input logic clk,
    input logic rx_serial,
    output logic [7:0] rx_byte,
    output logic rx_byte_valid
);
  parameter integer CLKS_PER_BIT = 868;
  logic       rx_serial_d;
  logic       rx_serial_dd;
  logic [31:0] clk_counter;   
  logic [2:0] bit_index_counter;   
  typedef enum {
    idle,
    rx_start_bit,
    rx_data_bits,
    rx_stop_bit
  } uart_state_t;
  uart_state_t uart_state;
  always_ff @(posedge clk) begin
    rx_serial_d  <= rx_serial;
    rx_serial_dd <= rx_serial_d;
  end
  always_ff @(posedge clk) begin
    rx_byte_valid <= 1'b0;
    case (uart_state)
      idle: begin
        clk_counter <= 0;
        bit_index_counter <= 0;
        if (rx_serial_dd == 1'b0)   
          uart_state <= rx_start_bit;
        else uart_state <= idle;
      end
      rx_start_bit: begin
        if (clk_counter == (CLKS_PER_BIT - 1) / 2) begin
          if (rx_serial_dd == 1'b0) begin
            clk_counter <= 0;   
            uart_state  <= rx_data_bits;
          end else uart_state <= idle;
        end else begin
          clk_counter <= clk_counter + 1;
          uart_state  <= rx_start_bit;
        end
      end
      rx_data_bits: begin
        if (clk_counter < CLKS_PER_BIT - 1) begin
          clk_counter <= clk_counter + 1;
          uart_state  <= rx_data_bits;
        end else begin
          clk_counter                <= 0;
          rx_byte[bit_index_counter] <= rx_serial_dd;
          if (bit_index_counter < 7) begin
            bit_index_counter <= bit_index_counter + 1;
            uart_state <= rx_data_bits;
          end else begin
            bit_index_counter <= 0;
            uart_state <= rx_stop_bit;
          end
        end
      end
      rx_stop_bit: begin
        if (clk_counter < CLKS_PER_BIT - 1) begin
          clk_counter <= clk_counter + 1;
          uart_state  <= rx_stop_bit;
        end else begin
          clk_counter <= 0;
          uart_state    <= idle;
          rx_byte_valid <= 1;
        end
      end
      default: uart_state <= idle;
    endcase
  end
endmodule
module uart_collector (
    input  logic        clk,
    input  logic        rst,
    input  logic        rx_serial,
    output logic [31:0] write_instr_data,
    output logic        write_instr_valid,
    output logic [31:0] write_byte_address,
    output logic        start
);
  typedef enum {
    idle,
    byte_1,
    byte_2,
    byte_3,
    byte_4,
    done
  } uart_collector_state_t;
  uart_collector_state_t uart_collector_state;
  logic [7:0] rx_byte;
  logic rx_byte_valid;
  logic [31:0] byte_counter;
  logic short_end;
  logic [31:0] instr_internal;
  logic [2:0] start_counter;
  logic [31:0] write_instr_data_internal;
  logic write_instr_valid_internal;
  logic [31:0] write_byte_address_internal;
  logic start_internal;
  uart uart_inst (
      .clk(clk),
      .rx_serial(rx_serial),
      .rx_byte(rx_byte),
      .rx_byte_valid(rx_byte_valid)
  );
  always_ff @(posedge clk) begin
    if (rst == 1) begin
      write_instr_data <= 'b0;
      write_instr_valid <= 'b0;
      write_byte_address <= 'b0;
      start <= 'b0;
    end else begin
      write_instr_data <= write_instr_data_internal;
      write_instr_valid <= write_instr_valid_internal;
      write_byte_address <= write_byte_address_internal;
      start <= start_internal;
    end
  end
  always_ff @(posedge clk) begin
    if (rst == 1) begin
      byte_counter <= 0;
      start_internal <= 0;
      start_counter <= 0;
      uart_collector_state <= idle;
      write_instr_valid_internal <= 0;
    end else begin
      write_instr_valid_internal <= 0;
      case (uart_collector_state)
        idle: begin
          if (rx_byte_valid == 1) begin
            byte_counter <= byte_counter + 1;
            instr_internal[7:0] <= rx_byte;
            uart_collector_state <= byte_1;
          end
        end
        byte_1: begin
          if (rx_byte_valid == 1) begin
            byte_counter <= byte_counter + 1;
            instr_internal[15:8] <= rx_byte;
            uart_collector_state <= byte_2;
          end
        end
        byte_2: begin
          if (rx_byte_valid == 1) begin
            byte_counter <= byte_counter + 1;
            instr_internal[23:16] <= rx_byte;
            uart_collector_state <= byte_3;
          end
        end
        byte_3: begin
          if (rx_byte_valid == 1) begin
            byte_counter <= byte_counter + 1;
            instr_internal[31:24] <= rx_byte;
            uart_collector_state <= done;
          end
        end
        done: begin
          write_byte_address_internal <= byte_counter - 4;
          write_instr_valid_internal <= 1;
          write_instr_data_internal <= instr_internal;
          uart_collector_state <= idle;
        end
        default: begin
          uart_collector_state <= idle;
        end
      endcase
      if (instr_internal == 32'b11111111_11111111_11111111_11111111 && start_counter == 0) begin
        if (write_instr_data_internal[31:16] == 16'b11111111_11111111) begin
          write_instr_data_internal[31:16] <= 16'b00000000_00010011;   
          write_byte_address_internal <= byte_counter - 6;
          write_instr_valid_internal <= 1;
          short_end <= 1;
        end else begin
          short_end <= 0;
        end
        start_counter <= 1;
      end
      if (start_counter == 3'b111 && start_internal == 0) begin   
        start_internal <= 1;
      end else if (start_counter == 3'b110 && start_internal == 0 && short_end == 0) begin   
        start_counter <= start_counter + 1;
        write_byte_address_internal <= byte_counter - 8 + start_counter * 4;
        write_instr_valid_internal <= 1;
        write_instr_data_internal <= 32'b11111111_11111111_11111111_11111111;   
      end else if (start_counter == 3'b110 && start_internal == 0 && short_end == 1) begin   
        start_counter <= start_counter + 1;
        write_byte_address_internal <= byte_counter - 6 + start_counter * 4;
        write_instr_valid_internal <= 1;
        write_instr_data_internal <= 32'b00000000_00000000_11111111_11111111;   
      end else if (start_counter == 3'b101 && start_internal == 0 && short_end == 1) begin   
        start_counter <= start_counter + 1;
        write_byte_address_internal <= byte_counter - 6 + start_counter * 4;
        write_instr_valid_internal <= 1;
        write_instr_data_internal <= 32'b11111111_11111111_00000000_00000000;   
      end else if (start_counter > 0 && start_internal == 0 && short_end == 0) begin   
        start_counter <= start_counter + 1;
        write_byte_address_internal <= byte_counter - 8 + start_counter * 4;
        write_instr_valid_internal <= 1;
        write_instr_data_internal <= 32'b00000000_00000000_00000000_00010011;   
      end else if (start_counter > 0 && start_internal == 0 && short_end == 1) begin   
        start_counter <= start_counter + 1;
        write_byte_address_internal <= byte_counter - 6 + start_counter * 4;
        write_instr_valid_internal <= 1;
        write_instr_data_internal <= 32'b00000000_00010011_00000000_00000000;   
      end
    end
  end
endmodule
File: flow/run.sh
#!/bin/bash
# OpenROAD 26Q1-2900-gdf79404cd8, Yosys 0.63+post, stock flow scripts
make -C /OpenROAD-flow-scripts/flow DESIGN_CONFIG=/design/flow/config.mk WORK_HOME=/design/flow/orfs finish
==> changes_impl.md <==
### Metrics

* Reg2Reg Setup Slack at 3.87 ns
* Setup Crit Path Kind: reg2reg
* Worst min-delay path class: reg2reg
* CP Cell Sequence: inv_1, ha_1, a2111o_1, xnor2_1, nor4_1, nand4_1, nor3_2, nand3b_1, xnor2_1, o2111ai_1
* Area share of the largest cell type after synthesis at around 28%
* TritonCTS clock tree: yes
* Endpoint type of the worst setup path: flop
* P&R area growth vs syn at 14.5%
* Leakage Power at ~0.0067 µW
* Hold_buf cts at 0
* Hpwl dp at around 28,000 µm
* Synthesized cell area at ~0.015 mm²
* Unrepaired setup endpoints after global routing: false
* Maximum number of pins on one net before global-route repair at between 50 and 60
* Chip area from the yosys synthesis statistics at about 0.015 mm²
* Post-route antenna net violation count at 0
* Maximum root-to-sink buffer count at 3
* Share of synthesized area occupied by flip-flops and latches at between 40% and 50%
* Via Count at 11.7k
* Hold path endpoint: uart_inst.rx_serial_dd
* Non-filler cells in the finished layout at approximately 2.2k
* Number of buffers inserted by port buffering at just under 70
* Fraction of synthesis flops using an asynchronous set or reset pin at 0%
* Clock network latency to the later pin of the worst-skew pair at around 0.56 ns
* Worst clock skew at roughly 0.017 ns
* Post-route DRC violation count at 0
* Clock slew seen by the registers of the worst setup and hold paths at around 0.07 ns
* H-tree level count at 1
* Clock sink count at 253
* Largest stage delay on the critical path at 0.80 ns
* Most area-hungry cell type in the Yosys netlist: edfxtp_1
* Cell count after synthesis at ~1.6k
* Vias per cell at 5.40
* Overall routing resource usage at 21.7%
* Number of top-level pins at slightly below 70
* Horizontal extent of the die at 196 µm
* Top cells by area: edfxtp_1 (28%), dfxtp_1 (15%), ha_1 (8.7%)
* Wirelength, routed at roughly 39,000 µm
* Aggregate negative setup slack at 0 ns
* Top Family by Delay on Critical Path: simple AND/OR/NAND/NOR gates
* Worst reg2reg path startpoint: byte_counter[3]
* Effective utilization at floorplan at 40.9%
* GP Congestion at 0.974
* Cell with the most instances on the worst path: xnor2_1
* Endpoint of the worst register-to-register path: write_byte_address_internal[28]
* Congestion Overflow GR at 0
* Slew at the pin closest to its max-slew limit at 0.901 ns
* Cell with the largest stage delay on the worst path: nor4_1
* Post-route minimum period at between 4 and 5 ns
* Relative slew margins at between 30% and 40%
* CP bufs+invs at 1
* Top cells excl fill/tap: nor2_1 (185), edfxtp_1 (140), xnor2_1 (119)
* Worst Hold Launch: uart_inst.rx_serial_d
* Iteration-0 DRC count of the detailed router at roughly 800
* Post-route fraction of the period consumed by the critical path at roughly 53%
* First-pass iteration count of the detailed router at 5
* Cell Rows at around 70
* Detail-routed net length per standard cell at approximately 18 µm
* Post-cts sizing count at 0
* Vias in the first global route at between 10k and 15k
* Max-capacitance violation count at 0
* Mean instance size in the synthesized netlist at 9.52 µm²
* Global-route wire length before repair at about 62,000 µm
* Post-synth cell types at about 77
* Yosys warning count at approximately 80
* Critical path data required time at ~8.5 ns
* Critical path startpoint category: flop
* Final count of hold timing violations at 0
* Worst Path Max Fanout at 11
* Most frequent standard cell in the layout excluding fill and tap cells: nor2_1
* Die Footprint at a little under 0.04 mm²
* Post-CTS setup-driven buffer insertion count at 0
* Share of post-route cells with drive strength above 1 at roughly 6.2%
* Worst endpoint data arrival time at roughly 4.6 ns
* F_max at approximately 230 MHz
* Die span in y at 196 µm
* Cells in synth_stat.txt at 1,583
* Slew Limit Fails at 0
* Power Dens Cells at 228 mW/mm²
* IR Drop Worst-Case VDD at approximately 0.22 mV
* Number of warnings in the stage logs at ~90
* Placeable core region at between 0.03 and 0.04 mm²
* Run status: complete, no violations
* Clock root buffer: clkbuf_16
* Cell depth of the worst flop-to-flop path at 10
* Total inserted antenna cells at 0
* EDFF count, synth at between 100 and 150
* Instance count on the critical path at 10
* Setup Viol. Count Final at 0
* Number of antenna violations at the first check in global routing at 0
* Most used DFF post-synth: edfxtp_1
* Flops & latches, synth at ~250
* Number of cells in the design after placement at ~2.1k
* CTS Buf Count at 29
* Number of cells traversed by the worst hold path at 0
-- synth_stat cells (46+ instances only) --
master	instances
nor2b_1	83
clkbuf_1	52
ha_1	105
o21ai_0	89
nand3_1	46
dfxtp_1	113
edfxtp_1	140
xnor2_1	119
nor2_1	185
nand2_1	83
a21oi_1	91
inv_1	77
-- layer usage --
metal | GRT usage (%) | vias to the layer above | wire, µm
met5 | 0 | - | 0
met4 | 4.51 | 0 | 877
met3 | 5.72 | 61 | 3010
met2 | 30.8 | 350 | 16600
met1 | 34.7 | 5490 | 18800
li1 | - | 5753 | -
-- sequential cells by signal, summed over array words and instances, names as in the netlist --
signal	count
byte_counter	32
instr_internal	32
short_end	1
start	1
start_counter	3
start_internal	1
uart_collector_state	5
uart_inst.bit_index_counter	3
uart_inst.clk_counter	32
uart_inst.rx_byte	8
uart_inst.rx_byte_valid	1
uart_inst.rx_serial_d	1
uart_inst.rx_serial_dd	1
uart_inst.uart_state	2
write_byte_address	32
write_byte_address_internal	32
write_instr_data	32
write_instr_data_internal	32
write_instr_valid	1
write_instr_valid_internal	1
-- stage by stage --
step                      instance area (µm²)  hold slack (ns)  worst slack [ns]  utilization [%]  power, µW
after floorplan                         15100            0.310              4.40                -       2240
after global placement                  16200            0.316              4.02             44.1       2590
after detailed placement                16200            0.318              3.79             44.1       2590
after CTS                               17300            0.340              3.80             46.8       3990
after global routing                    17300            0.345              3.43             46.8       4170
final                                   17300            0.332              3.87             46.8       3940
-- worst register-to-register path: cells and delay by family, from the launching register on --
kind                       cells  cell delay [ns]
and+or+nand+nor                4             1.95
AOI/OAI and AO/OA              2             0.72
DFF                            1             0.55
xor gates and xnor gates       2             0.41
adders and majority gates      1             0.26
buffers and inverters          1             0.21
-- cell families after synthesis --
kind of cell / after synthesis / synth area share, %
AOI/OAI and AO/OA: 306 / 12.8
xor gates and xnor gates: 154 / 8.95
adders and majority gates: 107 / 8.98
buffers and inverters: 139 / 3.59
DFF: 253 / 42.9
muxes: 46 / 3.20
and+or+nand+nor: 578 / 19.6
-- power by group --
part	internal, µW	leakage, µW	switching (µW)
logic	412	0.00384	394
clock network	826	0.000490	542
registers	1630	0.00235	140
total	2870	0.00668	1080
-- final cells by class --
class,instances,area [µm²]
flip-flops and latches,253,6470
repair buffers,82,783
clock buffers,32,757
multi-input cells,1191,8080
well taps,504,631
fillers,3391,19600
clock inverters,21,256
inverters,77,289
-- how the worst max path moves through the flow --
stage | start | endpoint | slack, ns
after CTS | byte_counter[3] | write_byte_address_internal[28] | 3.80
after global routing | byte_counter[3] | write_byte_address_internal[28] | 3.43
final | byte_counter[3] | write_byte_address_internal[28] | 3.87
Power figures rest on the tool's default switching activity, not on a simulated workload.
