==> ./run.sh <==
#!/bin/bash
# OpenROAD 26Q1-2900-gdf79404cd8, Yosys 0.63+post, stock flow scripts
make -C /OpenROAD-flow-scripts/flow DESIGN_CONFIG=/design/flow/config.mk WORK_HOME=/design/flow/orfs finish
==> ./config.mk <==
export PLATFORM = sky130hd
export DESIGN_NAME = registers
export DESIGN_NICKNAME = registers
export VERILOG_FILES = /design/flow/design.v
export SDC_FILE = /design/flow/constraint.sdc
export NUM_CORES = 4
export LEC_CHECK = 1
export CORE_UTILIZATION = 40
==> ./constraint.sdc <==
current_design registers

set clk_period 10.0
set clk_io_pct 0.2

create_clock -name clk0 -period $clk_period [get_ports {clk}]

set non_clock_inputs [all_inputs -no_clocks]
set_input_delay [expr $clk_period * $clk_io_pct] -clock clk0 $non_clock_inputs
set_output_delay [expr $clk_period * $clk_io_pct] -clock clk0 [all_outputs]
==> ./design.v <==
package common_pkg;
  typedef enum logic [4:0] {
    ALU_AND                = 5'b00000,
    ALU_OR                 = 5'b00001,
    ALU_XOR                = 5'b00010,
    ALU_ADD                = 5'b00011,
    ALU_SUB                = 5'b00110,
    ALU_SHIFT_LEFT         = 5'b00111,
    ALU_SHIFT_RIGHT        = 5'b01000,
    ALU_SHIFT_RIGHT_AR     = 5'b01001,
    ALU_SHIFT_RIGHT_AR_IMM = 5'b01010,
    ALU_LESS_THAN_UNSIGNED = 5'b01011,
    ALU_LESS_THAN_SIGNED   = 5'b01100,
    ALU_EQUAL              = 5'b01101,
    ALU_MUL                = 5'b01110,
    ALU_MULH               = 5'b01111,
    ALU_DIV                = 5'b10000,
    ALU_DIVU               = 5'b10001,
    ALU_REM                = 5'b10010,
    ALU_REMU               = 5'b10011,
    ALU_F_INT_FLOAT        = 5'b10100,
    ALU_F_FLOAT_INT        = 5'b10101,
    ALU_F_ADD              = 5'b10110,
    ALU_F_SUB              = 5'b10111,
    ALU_F_MUL              = 5'b11000,
    ALU_F_DIV              = 5'b11001,
    ALU_F_SQRT             = 5'b11010,
    ALU_F_EQ               = 5'b11011,
    ALU_F_LT               = 5'b11100,
    ALU_F_LTEQ             = 5'b11101,
    ALU_ADD_0              = 5'b11110
  } alu_op_t;
  typedef struct packed {   
    logic [6:0] block5;
    logic [4:0] block4;
    logic [4:0] block3;
    logic [2:0] block2;
    logic [4:0] block1;
    logic [6:0] opcode;
  } instruction_t;
  typedef enum logic [2:0] {
    R_TYPE,
    I_TYPE,
    S_TYPE,
    B_TYPE,
    U_TYPE,
    J_TYPE,
    HALT_TYPE
  } encoding_t;
  typedef enum logic [2:0] {
    MEM_NO_OP       = 3'b000,
    MEM_FULL_WORD   = 3'b001,
    MEM_HALF_WORD   = 3'b010,
    MEM_BYTE        = 3'b011,
    MEM_HALF_WORD_U = 3'b100,
    MEM_BYTE_U      = 3'b101
  } mem_op_t;
  typedef struct packed {
    alu_op_t alu_op;
    encoding_t encoding;
    logic alu_pc;   
    logic alu_src;   
    logic alu_bypass;
    logic alu_jump;
    logic alu_inv_res;   
    mem_op_t mem_read;   
    mem_op_t mem_write;   
    logic is_branch;   
    logic reg_read_float;
    logic reg_write;   
    logic reg_write_float;
    logic [4:0] write_back_id;
    logic wb_pc;
  } control_t;
  typedef enum logic [31:0] {
    INSTR_LUI      = 32'b???????_?????_?????_???_?????_0110111,
    INSTR_AUIPC    = 32'b???????_?????_?????_???_?????_0010111,
    INSTR_JAL      = 32'b???????_?????_?????_???_?????_1101111,
    INSTR_JALR     = 32'b???????_?????_?????_000_?????_1100111,
    INSTR_BEQ      = 32'b???????_?????_?????_000_?????_1100011,
    INSTR_BNE      = 32'b???????_?????_?????_001_?????_1100011,
    INSTR_BLT      = 32'b???????_?????_?????_100_?????_1100011,
    INSTR_BGE      = 32'b???????_?????_?????_101_?????_1100011,
    INSTR_BLTU     = 32'b???????_?????_?????_110_?????_1100011,
    INSTR_BGEU     = 32'b???????_?????_?????_111_?????_1100011,
    INSTR_LB       = 32'b???????_?????_?????_000_?????_0000011,
    INSTR_LH       = 32'b???????_?????_?????_001_?????_0000011,
    INSTR_LW       = 32'b???????_?????_?????_010_?????_0000011,
    INSTR_LBU      = 32'b???????_?????_?????_100_?????_0000011,
    INSTR_LHU      = 32'b???????_?????_?????_101_?????_0000011,
    INSTR_SB       = 32'b???????_?????_?????_000_?????_0100011,
    INSTR_SH       = 32'b???????_?????_?????_001_?????_0100011,
    INSTR_SW       = 32'b???????_?????_?????_010_?????_0100011,
    INSTR_ADDI     = 32'b???????_?????_?????_000_?????_0010011,
    INSTR_SLTI     = 32'b???????_?????_?????_010_?????_0010011,
    INSTR_SLTIU    = 32'b???????_?????_?????_011_?????_0010011,
    INSTR_XORI     = 32'b???????_?????_?????_100_?????_0010011,
    INSTR_ORI      = 32'b???????_?????_?????_110_?????_0010011,
    INSTR_ANDI     = 32'b???????_?????_?????_111_?????_0010011,
    INSTR_SLLI     = 32'b0000000_?????_?????_001_?????_0010011,
    INSTR_SRLI     = 32'b0000000_?????_?????_101_?????_0010011,
    INSTR_SRAI     = 32'b0100000_?????_?????_101_?????_0010011,
    INSTR_ADD      = 32'b0000000_?????_?????_000_?????_0110011,
    INSTR_SUB      = 32'b0100000_?????_?????_000_?????_0110011,
    INSTR_SLL      = 32'b0000000_?????_?????_001_?????_0110011,
    INSTR_SLT      = 32'b0000000_?????_?????_010_?????_0110011,
    INSTR_SLTU     = 32'b0000000_?????_?????_011_?????_0110011,
    INSTR_XOR      = 32'b0000000_?????_?????_100_?????_0110011,
    INSTR_SRL      = 32'b0000000_?????_?????_101_?????_0110011,
    INSTR_SRA      = 32'b0100000_?????_?????_101_?????_0110011,
    INSTR_OR       = 32'b0000000_?????_?????_110_?????_0110011,
    INSTR_AND      = 32'b0000000_?????_?????_111_?????_0110011,
    INSTR_MUL      = 32'b0000001_?????_?????_000_?????_0110011,
    INSTR_MULH     = 32'b0000001_?????_?????_001_?????_0110011,
    INSTR_DIV      = 32'b0000001_?????_?????_100_?????_0110011,
    INSTR_DIVU     = 32'b0000001_?????_?????_101_?????_0110011,
    INSTR_REM      = 32'b0000001_?????_?????_110_?????_0110011,
    INSTR_REMU     = 32'b0000001_?????_?????_111_?????_0110011,
    INSTR_FMV_W_X  = 32'b1111000_00000_?????_000_?????_1010011,
    INSTR_FMV_X_W  = 32'b1110000_00000_?????_000_?????_1010011,
    INSTR_FCVT_W_S = 32'b1100000_00000_?????_???_?????_1010011,
    INSTR_FCVT_S_W = 32'b1101000_00000_?????_???_?????_1010011,
    INSTR_FLW      = 32'b???????_?????_?????_010_?????_0000111,
    INSTR_FSW      = 32'b???????_?????_?????_010_?????_0100111,
    INSTR_FADD_S   = 32'b0000000_?????_?????_???_?????_1010011,
    INSTR_FSUB_S   = 32'b0000100_?????_?????_???_?????_1010011,
    INSTR_FMUL_S   = 32'b0001000_?????_?????_???_?????_1010011,
    INSTR_FDIV_S   = 32'b0001100_?????_?????_???_?????_1010011,
    INSTR_FSQRT_S  = 32'b0101100_00000_?????_???_?????_1010011,
    INSTR_FEQ_S    = 32'b1010000_?????_?????_010_?????_1010011,
    INSTR_FLT_S    = 32'b1010000_?????_?????_001_?????_1010011,
    INSTR_FLE_S    = 32'b1010000_?????_?????_000_?????_1010011,
    INSTR_HALT     = 32'b1111111_11111_11111_111_11111_1111111
  } normal_instructions_t;
  typedef enum logic [15:0] {
    COMPACT_LW       = 16'b010???????????00,
    COMPACT_SW       = 16'b110???????????00,
    COMPACT_ADDI     = 16'b000???????????01,
    COMPACT_JAL      = 16'b001???????????01,
    COMPACT_LI       = 16'b010???????????01,
    COMPACT_LUI      = 16'b011???????????01,
    COMPACT_SRLI     = 16'b100?00????????01,
    COMPACT_SRAI     = 16'b100?01????????01,
    COMPACT_ANDI     = 16'b100?10????????01,
    COMPACT_SUB      = 16'b100011???00???01,
    COMPACT_XOR      = 16'b100011???01???01,
    COMPACT_OR       = 16'b100011???10???01,
    COMPACT_AND      = 16'b100011???11???01,
    COMPACT_J        = 16'b101???????????01,
    COMPACT_BEQZ     = 16'b110???????????01,
    COMPACT_BNEZ     = 16'b111???????????01,
    COMPACT_SLLI     = 16'b000???????????10,
    COMPACT_JR_MV    = 16'b1000??????????10,
    COMPACT_JALR_ADD = 16'b1001??????????10
  } compact_instructions_t;
endpackage
import common_pkg::*;
module registers (
    input logic clk,
    input logic rst,
    input logic [4:0] read1_id,
    input logic [4:0] read2_id,
    input logic write_en,
    input logic [4:0] write_id,
    input logic [31:0] write_data,
    output logic [31:0] read1_data,
    output logic [31:0] read2_data
);
  logic [31:0] int_register[32];
  always_ff @(posedge clk) begin
      if (write_en == 1) begin
        int_register[write_id] <= write_data;
      end
  end
  always_comb begin
    if (read1_id == 0) begin
      read1_data = 0;
    end else begin
      read1_data = int_register[read1_id];
    end
    if (read2_id == 0) begin
      read2_data = 0;
    end else begin
      read2_data = int_register[read2_id];
    end
  end
endmodule
==> results.txt <==
Item: results of the latest flow run.

- The finished layout holds 4,210 standard cells, fillers aside.
- The startpoint kind of the worst setup timing path is an input port.
- The global routing report lists combined usage of all routing layers as 27.82%.
- The die is 345.9 microns wide.
- Setup repair after global routing left no endpoint under its margin.
- The maximum level of the CTS H-tree is 3.
- The routed design could run at a clock period as short as 7840 ps.
- The post-synthesis instance area is 47,300 sq um.
- Per the gpl log, the routability congestion estimate is 0.8756.
- The number of failing setup endpoints in the final timing report is 0.
- The accumulated negative setup slack is 0 ps.
- Per the cell usage report, the commonest logic cells after layout are edfxtp_1, mux4_2, mux2i_1, buf_4, clkbuf_16.
- Registers take 30,750 sq um.
- The leakage dissipation is 17.21 nW.
- The run finished with clean final reports.
- The flip-flop count of the largest register after layout is 1,024.
- The cell count in the Yosys report is 2,460.
- The power per cell area is 174.9 nW/um^2.
- Per the placement report, the placed cell count is 4,019.
- The die is 345.9 microns tall.
- The iteration tally of the first detailed-router pass is 8.
- Of the available clock period, the critical path in the final layout requires 78.40%.
- The core outline area is 116,700 sq um.
- The layout summary lists the proportion of cells stronger than drive strength 1 as 27.65%.
- The die footprint is 119,600 sq um.
- The number of max-capacitance violations reported is 0.
- The startpoint identified for the worst hold timing path is write_data[22].
- Row generation in the floorplan step produced 125 rows.
- The adder-cell area share of the yosys netlist is 0%.
- The AND-OR/OR-AND share of the synthesized area is 5.693%.
- Per Yosys stat, the portion of area used by sequential elements is 65.02%.
- After clock tree synthesis, the setup repair step added 0 buffers.
- The root cell of the clock tree is clkbuf_16.
- The gate count of the mapped netlist is 2,460.
- The area taken by multi-input combinational cells is reported as 15,730 sq um.
- The number of ports placed on the die boundary is 114.
- In the final layout, the fill cell count is 9,488.
- The slew check shows that the tightest pin keeps a relative margin of 30.57%.
- The first-pass GRT wire length is 215,600 microns.
- The global route total overflow is 0.
- Compared with the post-synthesis result, the final layout area differs by 13.89%.
- In the final layout, the registers with the most flip-flops are int_register x1024.
- The via density per instance is 6.513.
- In this run the remaining antenna-violating nets after routing total 0.
- The post-CTS clock slew at the launch and capture registers of the worst setup and hold paths is 60 ps.
- The most frequent standard cell in the layout excluding fill and tap cells is edfxtp_1.
- The register name with the most flops is int_register.
- The share of the synthesized area in the top cell type is 65.02%.
- Of the total power, the share spent switching nets is 22.73%.
- The transition time of the tightest slew-check pin is 1038 ps.
- The count of endpoints failing hold in the final timing report is 0.
- The via count is 27,420.
- The synthesis log from Yosys contains 77 warnings.
- The fraction of power consumed by combinational cells is 9.1%.
- After clock tree synthesis, the repair step resized 0 gates.
- The final total power is 9.422 mW.
- The tree built by TritonCTS fans out to 1,024 sinks.
- The average instance area after synthesis is 19.23 sq um.
- Yosys reports the multiplexer fraction of the synthesized area as 25.30%.
- The data required time reported for the critical path is 8000 ps.
- The iteration-0 DRC count of the detailed router is 1,707.
- The post-CTS hold buffer count recorded in the log is 0.
- The final hold slack is 2138 ps.
- The post-synthesis xor/xnor area fraction is 0%.
- The total CTS buffers is 106.
- Sequential cells account for 50.9% of the total power.
- The via count of the first global-routing pass is 31,240.
- The wire length reported by the detailed router is 150,900 microns.
- The critical path capture point type is an output pin.
- The average wire per cell in the routed design is 35.85 microns.
- In the hold timing report, the worst path depth is 2.
- The worst hold-check path type is in2reg.
- Along the worst path, the maximum fanout reaches 47.
- The synthesized flop and latch total is 1,024.
- The internal power of the cells totals 7.280 mW.
- In the synthesized netlist, the dominant kind of combinational cell is multiplexers.
- The net load switching power is 2.142 mW.
- For reference, simple AND, OR, NAND and NOR cells occupy 1.630% of the area reported after synthesis.
- The starting density of the core is 40.54%.
- The synthesized netlist has a Yosys-reported chip area of 47,300 sq um.
- The top achievable clock speed is 127.5 MHz.
- The placement report lists the number of port buffers as 112.
- In this run the tools logged warnings totalling 27.
- The path with the worst hold slack has its endpoint at int_register[3][22].
- The critical setup path kind is in2out.
- TritonCTS built the clock tree.
- The worst voltage drop across the vdd grid is 0.0001354 V.
- The flow reports that the clock network draws 40.0% of the design power.
- The number of antenna violations at the first check in global routing is 5.
- The detailed placement HPWL is 87,220 microns.
- The cell type that accounts for the most area after synthesis is edfxtp_1.
- The OpenROAD report gives the critical path a data arrival time of 5840 ps.
- The routed layout reports a DRC error count of 0.
- Looking at the clock tree report, the maximum root-to-sink buffer count equals 3.
- After synthesis, the cell types taking the most area are edfxtp_1, mux4_2, mux2i_1, a22oi_1, a22o_1.
- After synthesis, the netlist uses 38 different library cells.
- The maximum number of pins on one net before global-route repair is 87.
- The final max-slew violation count is 0.
-- layer usage --
| metal | track usage (%) | wire length (microns) | vias to the layer above |
|---|---|---|---|
| met4 | 10.39 | 7482 | 16 |
| met2 | 40.49 | 70070 | 2282 |
| met5 | 2.161 | 288 | - |
| li1 | - | - | 10970 |
| met3 | 22.76 | 27760 | 417 |
| met1 | 29.86 | 45340 | 13730 |
-- Yosys cell counts --
cell type	n
or3_1	2
clkbuf_1	99
or3b_2	5
o221ai_1	31
buf_12	1
mux2_2	32
a22o_1	62
a22oi_1	88
a21oi_1	44
nor3_1	53
a2111oi_0	31
o21ai_0	12
buf_1	15
nor4_1	14
and3_1	1
or2_2	1
edfxtp_1	1024
a21boi_0	1
buf_8	2
buf_2	41
o22ai_1	52
or4_1	1
nand2b_1	1
buf_6	14
inv_1	2
nand3b_1	7
mux4_2	381
nand3_1	3
and2_1	2
buf_4	35
a32o_1	1
and4_1	1
clkbuf_4	1
mux2i_1	302
nor2_1	35
nand2_1	4
a211oi_1	43
nor2b_1	16
-- final cells by class --
| class | instances | share of cell area [%] |
|---|---|---|
| inverter | 2 | 0.01394 |
| timing repair buffer | 243 | 4.098 |
| sequential | 1024 | 57.09 |
| clock inverter | 57 | 0.9036 |
| antenna | 2 | 0.009292 |
| tap | 1524 | 3.540 |
| clock buffer | 132 | 5.145 |
| multi-input combinational | 1226 | 29.20 |
-- power groups by stage --
stage | combinational [mW] | clock [mW] | sequential (mW)
after CTS | 0.858 | 3.82 | 4.80
after global routing | 0.904 | 3.97 | 4.80
final | 0.855 | 3.77 | 4.80
-- metrics by stage --
| stage | setup slack, ps | utilization, % | cell area [sq um] |
|---|---|---|---|
| 2_1_floorplan | 4391 | - | 47300 |
| 3_3_place_gp | 2344 | 43.37 | 50600 |
| 3_5_place_dp | 2184 | 43.37 | 50600 |
| 4_1_cts | 2155 | 46.16 | 53860 |
| 5_1_grt | 1995 | 46.16 | 53860 |
| 6_report | 2160 | 46.17 | 53860 |
-- worst max path at each step --
stage	cells past startpoint	slack [ps]	end	start
after global routing	8	1990	read1_data[23]	read1_id[2]
final	8	2160	read1_data[23]	read1_id[2]
after CTS	8	2160	read1_data[23]	read1_id[2]
-- worst max-delay path: stages --
cell and delay (ps):
buf_6 430, buf_4 560, buf_4 620, mux4_2 410
a22o_1 250, a2111oi_0 650, nor3_1 300, clkdlybuf4s50_1 510
-- logic make-up (layout without fill, tap and decap cells) --
family,Yosys count,in the layout
flops,1024,1024
mux,715,715
compound gates,365,365
buf+inv,210,434
simple gates,146,146
other cells,0,2
Power figures rest on the tool's default switching activity, not on a simulated workload.
